==> /design/flow/design.v <==
module mux_2(input ALUSro, input [31:0]out_rt, input [31:0]offset, output reg [31:0]readData2);
	always @(ALUSro)
		begin
		if (ALUSro == 1)
			begin 
			readData2 <= out_rt; 
			end 
		else
			begin
			readData2 <= offset; 
			end
		end 
endmodule 
==> /design/flow/run.sh <==
#!/bin/bash
# OpenROAD 26Q1-2900-gdf79404cd8, Yosys 0.63+post, stock flow scripts
make -C /OpenROAD-flow-scripts/flow DESIGN_CONFIG=/design/flow/config.mk WORK_HOME=/design/flow/orfs finish
==> /design/flow/config.mk <==
export PLATFORM = sky130hd
export DESIGN_NAME = mux_2
export DESIGN_NICKNAME = mux_2
export VERILOG_FILES = /design/flow/design.v
export SDC_FILE = /design/flow/constraint.sdc
export NUM_CORES = 4
export LEC_CHECK = 1
export CORE_AREA = 10 10 70 70
export DIE_AREA = 0 0 80 80
==> /design/flow/constraint.sdc <==
current_design mux_2

set clk_period 1.0
set clk_io_pct 0.2

create_clock -name clk0 -period $clk_period

set non_clock_inputs [all_inputs -no_clocks]
set_input_delay [expr $clk_period * $clk_io_pct] -clock clk0 $non_clock_inputs
set_output_delay [expr $clk_period * $clk_io_pct] -clock clk0 [all_outputs]
==> run summary <==
Summary of the current implementation state.

- Looking at the VDD voltage map, the peak drop is 0.167 mV.
- The final estimated routing congestion in global placement is 0.778, for reference.
- The count of nets left with antenna violations once routing finished came out at 0.
- The synthesis-to-finish area growth is 178%, for reference.
- Across all hold checks on the routed design, the worst slack comes to 0.795 ns.
- The synthesized netlist has a Yosys-reported chip area of 544 µm².
- In the final layout, the fill cell count is 367.
- The final reports fail on negative setup slack.
- Of the combinational cells, the family taking the most area is multiplexers.
- Looking at the hold checks, the worst path lands on readData2[24].
- Per the Yosys statistics, synthesis produced 36 cells.
- The global routing usage on met3 is 0.0295, for reference.
- The transition time recorded at the tightest slew-check pin is 0.0967 ns.
- In the final report, the number of endpoints failing setup comes to 32.
- The post-synthesis simple-gate area fraction is 0, for reference.
- The script computed a power per unit cell area of 384 nW/µm².
- The pin count of the biggest net entering global routing is 10, for reference.
- The number of cells on the worst hold path is listed as 3.
- After synthesis, the mean cell area works out to 15.1 µm².
- The warning total across the stage logs is 34, for reference.
- In the floorplan report the effective utilization is 0.159.
- In this run the static leakage power is 0.833 nW.
- The number of sequential cells in the layout is 0, for reference.
- The floorplan die area is 6400 µm², for reference.
- The commonest cells after synthesis are 30 x mux2_4, 3 x buf_12, 2 x mux2_2.
- The most common cell in the netlist is mux2_4, for reference.
- The compound-cell area share of the yosys netlist is 0, for reference.
- The script logs the mean routed wire length per placed instance as 15.8 µm.
- The footprint of the flip-flops and latches is 0 µm², for reference.
- Data on the critical path is required at its endpoint by 0.80 ns.
- The OpenROAD report gives the critical path a data arrival time of 0.89 ns.
- The startpoint kind of the worst setup timing path is a primary input, for reference.
- The post-synthesis xor/xnor area fraction is 0, for reference.
- The detailed router placed 705 vias in this run.
- In the global route stage, met1 resource usage came out at 0.0929.
- The number of buffer cells added on primary ports is 97, for reference.
- For this run the aggregate overflow at the end of global routing stands at 0.
- The largest area contributor in the netlist is mux2_4, for reference.
- The final tally of max-slew violations is 0, for reference.
- The total length of routed wires is 2850 µm, for reference.
- The floorplan has 21 rows.
- The post-synthesis cell area is 544 µm², for reference.
- Ranked by total cell area, the synthesized netlist is headed by mux2_4 83%, buf_12 11%, mux2_2 4.1%.
- The worst slew margin relative to its limit is 0.936, for reference.
- The total of clock buffers placed in the layout is 0, for reference.
- The via density per instance is 3.90, for reference.
- STA classifies the critical path endpoint as an output port.
- Yosys reports the multiplexer fraction of the synthesized area as 0.869.
- The fraction of synthesized cell area taken by the top area cell type is 0.828, for reference.
- The worst-case setup margin in the final layout is -0.0904 ns, for reference.
- In this run, the synthesized area fraction spent on adder and majority cells is recorded as 0.
- The count of inserted antenna diode cells is 0, for reference.
- The global router reports that the layer with the highest usage is met2.
- The number of global-route vias before repair is 760, for reference.
- Synthesis produced 36 cells.
- The final count of hold timing violations is 0, for reference.
- According to the report, the first pass of detailed routing completed in 2 iterations.
- Per the synthesis report, the number of distinct cell types is 4.
- The area of the core region is 3420 µm², for reference.
- The HPWL after detailed placement is 2390 µm, for reference.
- The post-detailed-route DRC marker count is 0, for reference.
- The maximum achievable frequency is 917 MHz, for reference.
- Counting I/O delays and the setup requirement, the final critical path takes 1.09 ns.
- For this run, the register share of the synthesized area comes to 0.
- From left edge to right edge, the die measures 80 µm.
- The global router's overall resource usage is 0.0790, for reference.
- Of all nets on the critical path, the largest fanout is 6.
- The startpoint-to-endpoint class of the critical path is primary input to output port, for reference.
- The synthesis warning total is 1, for reference.
- The design draws 0.581 mW.
- The first global-routing pass estimated 4100 µm of wire.
- The iteration-0 DRC count of the detailed router is 2, for reference.
- The global routing report lists met2 layer usage as 0.140.
- Setup repair after global routing could not meet its margin everywhere.
- Per the final layout report, the fraction of cells sized above drive strength 1 comes to 0.526.
- The summed negative setup slack over all endpoints is -2.35 ns, for reference.
- The count of maximum capacitance violations is 0, for reference.
- Of the available clock period, the critical path in the final layout requires 1.09.
- The vertical extent of the die is 80 µm, for reference.
- The number of antenna violations at the first check in global routing is 0, for reference.
- In this run the post-CTS setup repair buffer count came out at 0.
- The run finished, with violations left.
- In this run the most critical hold path is launched from offset[24].
- The kind of path behind the tightest hold check is primary input to output port, for reference.
- 97 I/O pins were placed.
-- power breakdown --
part / switching, mW / internal, mW / leakage (nW) / total, mW
clock network: 0 / 0 / 0 / 0
logic: 0.131 / 0.450 / 0.833 / 0.581
registers: 0 / 0 / 0 / 0
total: 0.131 / 0.450 / 0.833 / 0.581
-- final cells by class --
cell class         count  area, µm²  share of cell area
well taps             46       57.6              0.0380
multi-input cells     32        480               0.317
repair buffers       103        976               0.645
-- timing repair --
item / 4_1_cts / 5_1_grt
resized: 184 / 0
hold buffers: 0 / 0
endpoints found under the setup margin: 32 / 32
cloned: 3 / 1
-- cell usage in the layout, fill, tap and decap left out --
cell type      count
buf_2             18
buf_12             3
buf_16             3
clkbuf_16          1
buf_6             14
dlygate4sd2_1     64
mux2_4            32
-- cells by family (layout without fill, tap and decap cells) --
family	Yosys count	count (layout)
buf+inv	4	103
mux	32	32
-- worst max path at each step --
stage	end	slack, ns	from
final	readData2[6]	-0.09	ALUSro
after CTS	readData2[28]	-0.09	ALUSro
after global routing	readData2[30]	-0.11	ALUSro
-- stage by stage --
stage	setup slack (ns)	utilization	std cells	instance area [µm²]
2_1_floorplan	0.0669	-	36	544
3_3_place_gp	-0.493	0.450	177	1540
3_5_place_dp	-0.499	0.450	177	1540
4_1_cts	-0.0913	0.436	180	1490
5_1_grt	-0.108	0.443	181	1510
6_report	-0.0904	0.443	181	1510
-- critical path, cell delays in order --
cell and delay [ns]:
buf_12 0.13, clkbuf_16 0.16, mux2_4 0.29, buf_2 0.11
-- metal layers --
metal	vias up	wire, µm	part of all wire
met3	0	293	0.10
met1	315	1190	0.42
met2	51	1370	0.48
met4	0	0	0
li1	339	-	-
met5	-	0	0
Power and IR drop assume default switching activity.
