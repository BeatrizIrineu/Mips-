**design/flow/config.mk**
```make
export PLATFORM = sky130hd
export DESIGN_NAME = Debounce
export DESIGN_NICKNAME = Debounce
export VERILOG_FILES = /design/flow/design.v
export SDC_FILE = /design/flow/constraint.sdc
export NUM_CORES = 4
export LEC_CHECK = 1
export CORE_AREA = 10 10 70 70
export DIE_AREA = 0 0 80 80
```
**design/flow/constraint.sdc**
```tcl
current_design Debounce

set clk_period 2.0
set clk_io_pct 0.2

create_clock -name clk0 -period $clk_period [get_ports {clk_in}]

set non_clock_inputs [all_inputs -no_clocks]
set_input_delay [expr $clk_period * $clk_io_pct] -clock clk0 $non_clock_inputs
set_output_delay [expr $clk_period * $clk_io_pct] -clock clk0 [all_outputs]
```
**design/flow/design.v**
```verilog
module Debounce(
    input clk_in, btn_in,
    output reg clk_out
);
    reg [3:0] debounce_counter;
    reg btn_stable;
    reg btn_previous;
    parameter DEBOUNCE_DELAY = 1000000;  
    always @(posedge clk_in) begin
        if (btn_in != btn_previous) begin
            debounce_counter <= DEBOUNCE_DELAY - 1;  
            btn_stable <= 0;  
        end
        else begin
            if (debounce_counter > 0)
                debounce_counter <= debounce_counter - 1;
            else
                btn_stable <= 1;  
        end
        btn_previous <= btn_in;
        clk_out <= btn_stable;
    end
endmodule
```
**design/flow/run.sh**
```bash
#!/bin/bash
# OpenROAD 26Q1-2900-gdf79404cd8, Yosys 0.63+post, stock flow scripts
make -C /OpenROAD-flow-scripts/flow DESIGN_CONFIG=/design/flow/config.mk WORK_HOME=/design/flow/orfs finish
```
==> flow_metrics.py <==
# Generated from Yosys and OpenROAD reports
metrics = {
    "placement": {
        "place_inst": 72,
        "hpwl_um": 320,
        "gp_congestion": 0.746,
        "io_buffers": 2,
    },
    "global_route": {
        "grt_pass1_wl_um": 800,
        "overflow": 0,
        "antenna_found_initial": 0,
        "grt_pass1_vias": 187,
        "track_usage_pct": 1.46,
        "grt_max_degree": 6,
    },
    "detailed_routing": {
        "via_per_inst": 2.45,
        "wl_per_cell_um": 5.74,
        "diodes": 0,
        "dr.max_layer_used": "met4",
        "wirelength_um": 436,
        "dr.pass1.iters": 2,
        "drc": 0,
        "wl_met2_um": 232,
        "met1_length_um": 176,
        "drt_iter0_markers": 1,
        "wl_met3_um": 7,
        "ant_nets": 0,
        "vias": 186,
    },
    "clock_tree": {
        "cts.sinks": 7,
        "post-cts-setup-buffers": 0,
        "clockBufferDepth": 2,
        "clk_latency_ns": 0.25,
        "htree_levels": 1,
        "cts-root-buf": "clkbuf_4",
        "cts_resized": 0,
        "cts.clk_slew.worst_paths_ns": 0.05,
        "cts_buffers": 3,
        "holdBufCountCts": 0,
        "cts_tree": "done",
    },
    "critical_path": {
        "critPathTopFamily": "buffers and inverters",
        "worstPathRequired_ns": 1.60,
        "max_stage_delay_ns": 0.45,
        "worst_setup_path_start_kind": "register",
        "worstSetupPathType": "register to primary output",
        "path_cells": "clkdlybuf4s50_1",
        "crit_arrival_ns": 1.00,
        "crit_path_top_delay_cell": "clkdlybuf4s50_1",
        "reg2reg_slack_ns": 0.63,
        "critPathCaptureType": "primary output",
        "path_buffers": 1,
        "cp_max_fo": 1,
    },
    "pwr": {
        "power_frac_seq_pct": 48.2,
        "total_power_uw": 331,
        "ir_drop_mv": 0.112,
        "combPwrFrac_pct": 13.5,
        "p_leak_uw": 0.000153,
        "p_sw_uw": 79.3,
        "power.density_nw_per_um2": 886,
        "internal_power_uw": 252,
        "swShare_pct": 23.9,
        "clkPwrFrac_pct": 38.3,
    },
    "logic_synthesis": {
        "ys_ff": 7,
        "ys_sh_adder_pct": 4.63,
        "ys_area_sq_um": 270,
        "mux_share_pct": 9.26,
        "synth.distinct_cells": 15,
        "synth.avg_cell_area_sq_um": 11.3,
        "synthCells": 24,
        "yosys.area_share.simple_pct": 22.2,
        "ys_sh_xor_pct": 6.48,
        "syn_area_sq_um": 270,
        "ys_seq_share_pct": 51.9,
        "yosys_warnings": 1,
        "synth-edff-count": 0,
        "yosys_cells": 24,
        "synth-async-reset-ratio_pct": 0,
        "ff_type": "dfxtp_1",
        "aoi_share_pct": 2.78,
        "top_logic_kind": "simple AND/OR/NAND/NOR gates",
    },
    "sta": {
        "finalClockPeriodUsage_pct": 69.8,
        "period_needed_ns": 1.40,
        "max_freq_mhz": 716,
        "grt_setup_unrepaired": "no",
        "worst_pin_slew_ns": 0.477,
        "relSlewSlack_pct": 68.0,
        "drv_slew": 0,
        "finalSetupTns_ns": 0,
        "fin_skew_ns": 0.00402,
        "hold_violations": 0,
        "setup_viol": 0,
    },
    "floorplan": {
        "die_y_um": 80,
        "fp_util_pct": 7.91,
        "core_area_sq_um": 3420,
        "ios": 3,
        "die_area_sq_um": 6400,
        "die_w_um": 80,
        "num_rows": 21,
    },
    "finish": {
        "final_layout_size_suffix_gt1_share_pct": 20.0,
        "finalNonFillerCells": 76,
        "syn2layout_area_growth_pct": 38.4,
    },
    "flow_run": {
        "drv_cap": 0,
        "warnings": 25,
    },
    "status": {
        "outcome": "completed",
    },
    "worst_hold_path": {
        "hp-class": "register to register",
    },
}
kinds of logic after synthesis:
family | count (synthesis)
simple gates | 9
compound gates | 1
xor+xnor | 2
flops | 7
fa+ha+maj | 1
buf+inv | 2
mux | 2
per-stage QoR:
| stage | cell area (sq um) | utilization [%] | hold slack, ns | setup slack, ns |
|---|---|---|---|---|
| after global routing | 374 | 11.0 | 0.357 | 0.559 |
| after floorplan | 270 | - | 0.331 | 0.776 |
| final | 374 | 11.0 | 0.351 | 0.603 |
| after CTS | 374 | 11.0 | 0.351 | 0.580 |
| after global placement | 348 | 10.2 | 0.337 | 0.534 |
| after detailed placement | 348 | 10.2 | 0.340 | 0.483 |
flip-flops by register name, indices dropped and copies added (netlist names):
name and flops:
btn_stable 1, btn_previous 1, debounce_counter 4, clk_out 1
cell usage in the layout, fill, tap and decap left out:
| cell | Yosys | final |
|---|---|---|
| clkbuf_1 | 0 | 1 |
| clkbuf_4 | 0 | 3 |
| clkdlybuf4s50_1 | 0 | 2 |
| dfxtp_1 | 7 | 7 |
| ha_1 | 1 | 1 |
| inv_1 | 2 | 2 |
| mux2_4 | 1 | 1 |
| mux2i_1 | 1 | 1 |
| nand2_1 | 2 | 2 |
| nand2_2 | 1 | 1 |
| nand2b_1 | 1 | 1 |
| nand3_1 | 1 | 1 |
| nand3b_1 | 1 | 1 |
| nor2_1 | 1 | 1 |
| nor3_1 | 1 | 1 |
| nor3b_4 | 1 | 1 |
| o21a_1 | 1 | 1 |
| xnor2_1 | 2 | 2 |
synthesized netlist by cell type (2+ instances only):
library cell	instances	share of area (%)
dfxtp_1	7	52
xnor2_1	2	6.5
nand2_1	2	2.8
inv_1	2	2.8
power groups by stage:
stage | logic [uW] | registers [uW] | clock network, uW
finish | 44.8 | 160 | 127
global route | 50.9 | 160 | 142
CTS | 44.7 | 159 | 134
routing by layer:
metal | vias up | global-route usage, %
li1 | 90 | -
met1 | 90 | 1.68
met2 | 4 | 2.17
met3 | 2 | 0.455
met4 | 0 | 1.23
met5 | - | 0
final cells by class:
cell class | instances | area [sq um]
Fill cell | 401 | 3040
Clock buffer | 4 | 26.3
Sequential cell | 7 | 140
Timing Repair Buffer | 2 | 20.0
Inverter | 2 | 7.51
Multi-Input combinational cell | 15 | 123
Tap cell | 46 | 57.6
worst paths after layout:
check | start | endpoint | cells after the start
hold reg to reg | btn_stable | clk_out | 0
setup reg to reg | debounce_counter[0] | debounce_counter[1] | 5
hold / removal | btn_stable | clk_out | 0
setup / recovery | clk_out | clk_out | 1
Power figures rest on the tool's default switching activity, not on a simulated workload.
